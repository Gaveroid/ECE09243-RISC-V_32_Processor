<file path="/design/flow/design.v">
module Adder(A, B, out);
	input [7:0] A, B;
	output [7:0] out;
	assign out = A + B;
endmodule
module Adder32(A, B, out);
	input [31:0] A, B;
	output [31:0] out;
	assign out = A + B;
endmodule
</file>
<file path="/design/flow/constraint.sdc">
current_design Adder

set clk_period 5.8
set clk_io_pct 0.2

create_clock -name clk0 -period $clk_period

set non_clock_inputs [all_inputs -no_clocks]
set_input_delay [expr $clk_period * $clk_io_pct] -clock clk0 $non_clock_inputs
set_output_delay [expr $clk_period * $clk_io_pct] -clock clk0 [all_outputs]
</file>
<file path="/design/flow/config.mk">
export PLATFORM = sky130hd
export DESIGN_NAME = Adder
export DESIGN_NICKNAME = Adder
export VERILOG_FILES = /design/flow/design.v
export SDC_FILE = /design/flow/constraint.sdc
export NUM_CORES = 4
export LEC_CHECK = 1
export CORE_AREA = 10 10 70 70
export DIE_AREA = 0 0 80 80
</file>
<file path="/design/flow/run.sh">
#!/bin/bash
# OpenROAD 26Q1-2900-gdf79404cd8, Yosys 0.63+post, stock flow scripts
make -C /OpenROAD-flow-scripts/flow DESIGN_CONFIG=/design/flow/config.mk WORK_HOME=/design/flow/orfs finish
</file>
==> results.yml <==
# flow metrics
routing:
  routed_wirelength_um: 1133
  antenna_left: 0
  drt_pass1_iterations: 4
  first_iter_violations: 11
  num_vias: 407
  diodes: 0
  wl_per_cell_um: 10.12
  vias_per_cell: 3.634
  post-route-drc-count: 0
global_routing:
  grt_pass1_vias: 430
  grt-ovfl-total: 0
  track_usage_pct: 3.558
  antenna_found_initial: 0
  grt_max_degree: 7
  grt_pass1_wl_um: 1925
clock_tree:
  cts_hold_buf: 0
  post-cts-setup-buffers: 0
  post_cts_resized: 0
setup_path:
  critPathKind: "in -> out"
  crit_buf_inv: 3
  end_kind: "output pin"
  cp_cell_sequence: "clkdlybuf4s50_1 > ha_1 > inv_1 > fa_1 > nor2b_4 > o31a_1 > o311ai_1 > clkdlybuf4s50_1"
  cp.arrival_ns: 3.22
  critPathMaxStageDelay_ns: 0.52
  startpoint_type: "input pin"
  crit_family: "buffers and inverters"
  path_common_cell: "clkdlybuf4s50_1"
  cpMaxStageDelayCell: "clkdlybuf4s50_1"
  critPathRequiredTime_ns: 4.64
  crit_fanout: 3
final_layout:
  drive_gt1_share_pct: 1.515
  area_delta_synth_final_pct: 89.81
  fin_area_um2: 629.4
  fill_cells: 401
  seqCellArea_um2: 0
  clock_buffer_count: 0
  flops: 0
  final_cells: 112
  comb_area_um2: 312.8
floorplan:
  die_area_mm2: 0.006400
  dieWidth_um: 80
  rows: 21
  ios: 24
  coreArea_mm2: 0.003416
  initCoreUtil_pct: 9.707
  dieHeight_um: 80
yosys:
  top_cell_area_share_pct: 26.42
  yosysTopAreaCell: "ha_1"
  yosys_area_um2: 331.6
  ys_cells: 42
  ys_types: 23
  yosys_warnings: 0
  syn_inst: 42
  avgSynthCellArea_um2: 7.894
  ys_seq_share_pct: 0
  yosys-top-cells-area: "ha_1 (26%), a21oi_1 (7.5%), o211ai_1 (6.8%)"
  synth_area_um2: 331.6
sta:
  finalSetupViolCount: 0
  period_used_pct: 75.55
  relSlewSlack_pct: 73.60
  fin_ws_ns: 1.418
  tightest_slew_ns: 0.3937
  finalSetupTns_ns: 0
  layout_min_cycle_time_ns: 4.382
  rsz0062_at_grt: "no"
  fmax_mhz: 228.2
  hold_viol: 0
  maxSlewViolCount: 0
placement:
  gp_congestion: 0.7078
  dpl_cell_area_um2: 629.4
  dp.cells: 112
  numPortBuffers: 24
  place_ws_ns: 1.386
  hpwlAfterDp_um: 1037
run:
  tool_warnings: 32
  cap_violations: 0
power_and_ir_drop:
  leakagePower_nw: 0.2417
  vdd_drop_max_mv: 0.03292
  p_total_mw: 0.06192
  power_density_mw_per_mm2: 98.38
min_path:
  worstHoldPathType: "in -> out"
status:
  status: "finished, final reports clean"
[cells in the mapped netlist]
cell type  count
xnor2_1        2
nor3_1         1
o31a_1         1
a21o_1         1
a211oi_1       1
o21ai_0        2
nor2b_4        1
fa_1           1
o2bb2ai_1      1
o211ai_1       3
o311ai_0       1
o311ai_1       1
ha_1           7
o21a_1         1
inv_1          5
a21oi_1        5
xor2_1         2
nor2b_1        1
nor2_1         1
nor3b_1        1
nand2_1        1
nand2b_1       1
a221oi_1       1
[area by class of cell]
type | instances | share of cell area (%)
multi-input combinational | 37 | 49.70
timing repair buffer | 24 | 38.17
inverter | 5 | 2.982
tap | 46 | 9.145
[metal layers]
layer	global-route usage [%]	vias up	part of all wire [%]
met2	5.297	18	38
li1	-	211	-
met5	0	-	0
met1	4.822	178	46
met4	0	0	0
met3	1.705	0	15
[per-stage QoR]
stage / util (%) / hold WS [ns]
4_1_cts: 18.42 / 3.360
3_5_place_dp: 18.42 / 3.359
6_report: 18.42 / 3.346
5_1_grt: 18.42 / 3.387
3_3_place_gp: 18.42 / 3.382
2_1_floorplan: - / 2.392
[cells by family after synthesis]
logic type               count (synthesis)  synth area share, %
buffers and inverters                    5                5.661
AND-OR/OR-AND                           18                37.36
AND/OR/NAND/NOR                          7                13.96
adder cells (fa/ha/maj)                  8                32.45
XOR/XNOR                                 4                10.57
[worst min-delay path, stage by stage]
cell,delay [ns]
clkdlybuf4s50_1,0.45
ha_1,0.11
clkdlybuf4s50_1,0.46
[path summary, 6_finish.rpt]
| path | start | to | slack, ns | cells after the start |
|---|---|---|---|---|
| max | A[0] | out[6] | 1.42 | 8 |
| min | B[0] | out[0] | 3.35 | 3 |
[where the power goes]
part           switching [mW]  internal [mW]
registers                   0              0
clock network               0              0
logic                  0.0217         0.0402
[layout by cell type (no fill, tap or decap)]
master / n
o31a_1: 1
a221oi_1: 1
nor3b_1: 1
inv_1: 5
o21ai_0: 2
nor3_1: 1
o311ai_0: 1
o2bb2ai_1: 1
xor2_1: 2
fa_1: 1
ha_1: 7
o311ai_1: 1
nand2b_1: 1
a21o_1: 1
xnor2_1: 2
nand2_1: 1
o211ai_1: 3
a211oi_1: 1
clkdlybuf4s50_1: 24
nor2b_4: 1
o21a_1: 1
a21oi_1: 5
nor2b_1: 1
nor2_1: 1
Power is estimated from default activity; no workload was simulated.
